==> design.v <==
`timescale 1ns / 1ps
`default_nettype none
module reg_M(
	input wire clk,
	input wire reset,
	input wire [31:0] ALUOut_E,
	input wire [31:0] WriteData_E,
	input wire [4:0] rs_E,
	input wire [4:0] rt_E,
	input wire [4:0] WriteReg_E,
	input wire [31:0] instr_E,
	input wire [31:0] PC_E,
	input wire RegWrite_E,
	input wire MemWrite_E,
	input wire WDSrc2_E,
	input wire [1:0] Tnew_E,
	output wire [31:0] ALUOut_M,
	output wire [31:0] WriteData_M,
	output wire [4:0] rs_M,
	output wire [4:0] rt_M,
	output wire [4:0] WriteReg_M,
	output wire [31:0] instr_M,
	output wire [31:0] PC_M,
	output wire RegWrite_M,
	output wire MemWrite_M,
	output wire WDSrc2_M,
	output wire [1:0] Tnew_M
    );
	reg [31:0] ALUOut;
	reg [31:0] WriteData;
	reg [4:0] rs;
	reg [4:0] rt;
	reg [4:0] WriteReg;
	reg [31:0] instr;
	reg [31:0] PC;
	reg RegWrite;
	reg MemWrite;
	reg WDSrc;
	reg [1:0] Tnew;
	assign ALUOut_M = ALUOut;
	assign WriteData_M = WriteData;
	assign rs_M = rs;
	assign rt_M = rt;
	assign WriteReg_M = WriteReg;
	assign instr_M = instr;
	assign PC_M = PC;
	assign RegWrite_M = RegWrite;
	assign MemWrite_M = MemWrite;
	assign WDSrc2_M = WDSrc;
	assign Tnew_M = Tnew;
	always @(posedge clk) begin
		if (reset) begin
			ALUOut <= 0;
			WriteData <= 0;
			rs <= 0;
			rt <= 0;
			WriteReg <= 0;
			instr <= 0;
			PC <= 0;
			RegWrite <= 0;
			MemWrite <= 0;
			WDSrc <= 0;
			Tnew <= 0;
		end
		else begin 
			ALUOut <= ALUOut_E;
			WriteData <= WriteData_E;
			rs <= rs_E;
			rt <= rt_E;
			WriteReg <= WriteReg_E;
			instr <= instr_E;
			PC <= PC_E;
			RegWrite <= RegWrite_E;
			MemWrite <= MemWrite_E;
			WDSrc <= WDSrc2_E;
			if (Tnew_E != 0) begin
				Tnew <= Tnew_E - 2'b01;
			end
			else begin
				Tnew <= Tnew_E;
			end
		end
	end
endmodule	
==> run.sh <==
#!/bin/bash
# OpenROAD 26Q1-2900-gdf79404cd8, Yosys 0.63+post, stock flow scripts
make -C /OpenROAD-flow-scripts/flow DESIGN_CONFIG=/design/flow/config.mk WORK_HOME=/design/flow/orfs finish
==> config.mk <==
export PLATFORM = sky130hd
export DESIGN_NAME = reg_M
export DESIGN_NICKNAME = reg_M
export VERILOG_FILES = /design/flow/design.v
export SDC_FILE = /design/flow/constraint.sdc
export NUM_CORES = 4
export LEC_CHECK = 1
export CORE_UTILIZATION = 30
==> constraint.sdc <==
current_design reg_M

set clk_period 1.0
set clk_io_pct 0.2

create_clock -name clk0 -period $clk_period [get_ports {clk}]

set non_clock_inputs [all_inputs -no_clocks]
set_input_delay [expr $clk_period * $clk_io_pct] -clock clk0 $non_clock_inputs
set_output_delay [expr $clk_period * $clk_io_pct] -clock clk0 [all_outputs]
==> Flow_metrics.wiki <==
== Metrics ==
{| class="wikitable"
! Metric !! Value
|-
| Area added between synthesis and finish || 78.1%
|-
| Relative slew margins || between 80% and 90%
|-
| Post-detailed-route via-to-cell ratio || 3.88
|-
| Cell area after synthesis || 3980 µm²
|-
| Area fraction in and, or, nand and nor cells || 23.4%
|-
| Root buffer cell || clkbuf_16
|-
| Final HPWL DP || 8390 µm
|-
| Clock tree sinks || 148
|-
| Minimum clock period || 1030 ps
|-
| Share of total power in the clock network || 48.2%
|-
| Vias in the first global route || 2920
|-
| Max Fanout on Critical Path || 1
|-
| Mapped Cells || 312
|-
| Number of buffers inserted during clock tree synthesis || 17
|-
| Tally of buffers added on design ports || 297
|-
| Yosys stat area || 3980 µm²
|-
| Tightest Hold Check Type || in2reg
|-
| Fin area || 7090 µm²
|-
| Chain of cells forming the critical path || buf_6
|-
| Number of antenna violations at the first check in global routing || 0
|-
| Critical path data required time || ~800 ps
|-
| Final weighted congestion in routability-driven placement || 0.764
|-
| Cell with the largest stage delay on the worst path || dfxtp_2
|-
| Bufs on Longest Clock Path || 2
|-
| Largest net degree at the start of global routing || 59
|-
| Initial Util || a little under a third
|-
| Most frequent cells after synthesis || dfxtp_1 (148), nor2b_1 (146), buf_2 (14)
|-
| Adder share || 0%
|-
| Cts-stage hold buffer count || 0
|-
| Portion of total power attributed to sequential cells || about 44%
|-
| Post-CTS setup-driven buffer insertion count || 0
|-
| Achievable clock frequency || just under 1000 MHz
|-
| Core Rows || 41
|-
| Setup CP Type || reg2out
|-
| CTS tree || yes
|-
| Global router's overall resource usage || between 10% and 20%
|-
| Cell with the most instances after synthesis || dfxtp_1
|-
| Largest type area fraction || 74.5%
|-
| Post-synthesis share of cell area spent on and-or and or-and gates || 0%
|-
| Mux frac, synth || 0%
|-
| Number of cells in the yosys synthesis report || 312
|-
| Average cell area after synthesis || around 13 µm²
|-
| Ys Warns || 1
|-
| Number of ports placed on the die boundary || 298
|-
| Vias || ~3100
|-
| Post-place instance area || 7130 µm²
|-
| WP depth || 1
|-
| Launching element type of the critical path || flop
|-
| Worst vdd rail ir drop || 1440 µV
|-
| Area of the die || ~14000 µm²
|-
| Cell internal power dissipation || about 12000 µW
|-
| Family with the most delay on the worst path || flip-flops
|-
| Layout cell share with drive strength beyond 1 || 31.5%
|-
| Synth Seq Share || 74.5%
|-
| Switching pwr || around 2700 µW
|-
| Final slew viol count || 0
|-
| First-pass detailed-route iteration total || 3
|-
| Maximum capacitance violations || 0
|-
| Post-route ant nets || 0
|-
| Yosys top cell by area || dfxtp_1
|-
| Die height || 117 µm
|-
| Prevailing logic family in the synthesized netlist || simple AND/OR/NAND/NOR gates
|-
| Switching Fraction || between 10% and 20%
|-
| Minimum hold slack || 33.5 ps
|-
| DRC viols || 0
|-
| Start point of the critical path || WriteData[5]$_SDFF_PP0_
|-
| Leakage Power || 0.00320 µW
|-
| Worst Slack Setup Final || -31.6 ps
|-
| Failing checks || negative setup slack
|-
| Result of the run || complete, but fails checks
|-
| GRT Residual Overflow || 0
|-
| Sum Neg Setup Slack || -1020 ps
|-
| Total tool warning count || 27
|-
| Critical path destination || WriteData_M[5]
|-
| Worst Tran Pin Value || 286 ps
|-
| Number of setup violations in the final report || 118
|-
| Count of flip-flops with a built-in enable after synthesis || 0
|-
| Number of register bits inferred by synthesis || roughly 150
|-
| Crit path capture type || output pin
|-
| RSZ-0062 raised after global routing || yes
|-
| Combined buffer and inverter count along the critical path || 1
|-
| Hold Path Origin || reset
|-
| Maximum cell stage delay along the critical path || 320 ps
|-
| Detailed Route WL || between 10000 and 15000 µm
|-
| Flip-flop cell with the highest count after synthesis || dfxtp_1
|-
| Number of diodes || 0
|-
| First-pass GRT wire length || 15300 µm
|-
| Die X-Extent || 117 µm
|-
| Arrival time reported for the critical path endpoint || 830 ps
|-
| Total core area || around 13000 µm²
|-
| Pwr/cell area || 2020 nW/µm²
|-
| Final Hold Violating Endpoints || 0
|-
| Combinational cell fraction of total power || 8.0%
|-
| Htree depth || 4
|-
| Routed len/inst || approximately 14 µm
|-
| Clock transition at path regs || 60 ps
|-
| Synthesized-area fraction occupied by xor and xnor cells || 0%
|-
| Count of routing violations after the opening detailed-route iteration || about 73
|-
| Library cells used by synthesis || 6
|-
| Final worst-path cycle share || 103%
|-
| Cell types with the largest area share after synthesis || dfxtp_1 (74%), nor2b_1 (23%), buf_2 (1.8%)
|-
| Fillers || 1094
|-
| Post-synth ARST share || 0%
|}
-- worst min-delay path by stage --
stage                        end  slack, ps  cells past startpoint
CTS           Tnew[0]$_SDFF_PP0_         20                      2
finish        Tnew[0]$_SDFF_PP0_         30                      2
global route  Tnew[0]$_SDFF_PP0_         20                      2
-- per-layer routing --
metal | global-route usage (%) | part of all wire, % | up-vias
met3 | 7.76 | 13 | 12
met1 | 18.1 | 37 | 1367
met4 | 3.21 | 1.9 | 0
li1 | - | - | 1545
met2 | 26.5 | 49 | 183
met5 | 0 | 0 | -
-- flip-flops by register name, indices dropped and copies added (netlist names) --
name / count
ALUOut: 32
PC: 32
WriteData: 32
instr: 32
WriteReg: 5
rs: 5
rt: 5
Tnew: 2
MemWrite: 1
RegWrite: 1
WDSrc: 1
-- power groups by stage --
stage / sequential [µW] / combinational (µW) / clock, µW
CTS: 6280 / 1170 / 7060
global route: 6310 / 1260 / 7340
finish: 6280 / 1140 / 6900
-- cell families (layout without fill, tap and decap cells) --
| group | count (synthesis) | after routing |
|---|---|---|
| buffers and inverters | 16 | 333 |
| and+or+nand+nor | 148 | 148 |
| DFF | 148 | 148 |
-- metrics by stage --
stage	total power [µW]	setup WS, ps	util [%]	cells
after floorplan	6610	314	-	312
after global placement	7860	-16.8	55.8	769
after detailed placement	7860	-20.1	55.8	769
after CTS	14500	-58.6	55.4	801
after global routing	14900	-74.6	55.5	801
final	14300	-31.6	55.5	801
-- layout make-up --
class                   instances  area, µm²  share of cell area [%]
clock buffers                  19        453                    6.39
multi-input cells             148        930                    13.1
repair buffers                301       2300                    32.5
well taps                     172        215                    3.04
clock inverters                13        205                    2.90
flip-flops and latches        148       2980                    42.0
-- layout by cell type (no fill, tap or decap) --
cell	n
clkdlybuf4s50_1	148
bufinv_16	5
clkbuf_16	17
clkinv_2	3
nor3b_1	1
buf_4	3
nor2b_1	146
clkbuf_8	2
dfxtp_1	135
and3b_1	1
dfxtp_2	13
clkinvlp_4	3
buf_6	3
clkinv_4	2
buf_2	145
buf_12	2
-- repair_timing --
action | in CTS | in global routing
resized | 479 | 4
cloned | 0 | 0
setup endpoints to repair | 148 | 148
Power and IR drop assume default switching activity.
