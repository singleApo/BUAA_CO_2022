$ cat design/flow/run.sh
#!/bin/bash
# OpenROAD 26Q1-2900-gdf79404cd8, Yosys 0.63+post, stock flow scripts
make -C /OpenROAD-flow-scripts/flow DESIGN_CONFIG=/design/flow/config.mk WORK_HOME=/design/flow/orfs finish
$ cat design/flow/config.mk
export PLATFORM = sky130hd
export DESIGN_NAME = reg_E
export DESIGN_NICKNAME = reg_E
export VERILOG_FILES = /design/flow/design.v
export SDC_FILE = /design/flow/constraint.sdc
export NUM_CORES = 4
export LEC_CHECK = 1
export CORE_AREA = 10 10 182 182
export DIE_AREA = 0 0 192 192
$ cat design/flow/constraint.sdc
current_design reg_E

set clk_period 1.0
set clk_io_pct 0.2

create_clock -name clk0 -period $clk_period [get_ports {clk}]

set non_clock_inputs [all_inputs -no_clocks]
set_input_delay [expr $clk_period * $clk_io_pct] -clock clk0 $non_clock_inputs
set_output_delay [expr $clk_period * $clk_io_pct] -clock clk0 [all_outputs]
$ cat design/flow/design.v
`timescale 1ns / 1ps
`default_nettype none
module reg_E(
	input wire clk,
	input wire reset,
	input wire [31:0] ALU1_D,
	input wire [31:0] ALU2_D,
	input wire [4:0] rs_D,
	input wire [4:0] rt_D,
	input wire [4:0] rd_D,
	input wire [31:0] EXTOut_D,
	input wire [31:0] instr_D,
	input wire [31:0] PC_D,
	input wire RegWrite_D,
	input wire [1:0] RegDst_D,
	input wire ALUSrc_D,
	input wire MemWrite_D,
	input wire WDSrc1_D,
	input wire WDSrc2_D,
	input wire [2:0] ALUOp_D,
	input wire [1:0] Tnew_D,
	output wire [31:0] ALU1_E,
	output wire [31:0] ALU2_E,
	output wire [4:0] rs_E,
	output wire [4:0] rt_E,
	output wire [4:0] rd_E,
	output wire [31:0] EXTOut_E,
	output wire [31:0] instr_E,
	output wire [31:0] PC_E,
	output wire RegWrite_E,
	output wire [1:0] RegDst_E,
	output wire ALUSrc_E,
	output wire MemWrite_E,
	output wire WDSrc1_E,
	output wire WDSrc2_E,
	output wire [2:0] ALUOp_E,
	output wire [1:0] Tnew_E
    );
	reg [31:0] ALU1;
	reg [31:0] ALU2;
	reg [4:0] rs;
	reg [4:0] rt;
	reg [4:0] rd;
	reg [31:0] EXTOut;
	reg [31:0] instr;
	reg [31:0] PC;
	reg RegWrite;
	reg [1:0] RegDst;
	reg ALUSrc;
	reg MemWrite;
	reg WDSrc1;
	reg WDSrc2;
	reg [2:0] ALUOp;
	reg [1:0] Tnew;
	assign ALU1_E = ALU1;
	assign ALU2_E = ALU2;
	assign rs_E = rs;
	assign rt_E = rt;
	assign rd_E = rd;
	assign EXTOut_E = EXTOut;
	assign instr_E = instr;
	assign PC_E = PC;
	assign RegWrite_E = RegWrite;
	assign RegDst_E = RegDst;
	assign ALUSrc_E = ALUSrc;
	assign MemWrite_E = MemWrite;
	assign WDSrc1_E = WDSrc1;
	assign WDSrc2_E = WDSrc2;
	assign ALUOp_E = ALUOp;
	assign Tnew_E = Tnew;
	always @(posedge clk) begin
		if (reset) begin
			ALU1 <= 0;
			ALU2 <= 0;
			rs <= 0;
			rt <= 0;
			rd <= 0;
			EXTOut <= 0;
			instr <= 0;
			PC <= 0;
			RegWrite <= 0;
			RegDst <= 0;
			ALUSrc <= 0;
			MemWrite <= 0;
			WDSrc1 <= 0;
			WDSrc2 <= 0;
			ALUOp <= 0;
			Tnew <= 0;
		end
		else begin 
			ALU1 <= ALU1_D;
			ALU2 <= ALU2_D;
			rs <= rs_D;
			rt <= rt_D;
			rd <= rd_D;
			EXTOut <= EXTOut_D;
			instr <= instr_D;
			PC <= PC_D;
			RegWrite <= RegWrite_D;
			RegDst <= RegDst_D;
			ALUSrc <= ALUSrc_D;
			MemWrite <= MemWrite_D;
			WDSrc1 <= WDSrc1_D;
			WDSrc2 <= WDSrc2_D;
			ALUOp <= ALUOp_D;
			Tnew <= Tnew_D;
		end
	end
endmodule	
==> run notes <==
flow finished, numbers: status=complete, but fails checks, failing checks=negative setup slack, Rows=62, sequential element share of the synthesized area=74.2%, worst hold-check path type=input pin to flip-flop, fmax=903 MHz, Avg Cell Area, Syn=12.8 um^2, commonest non-fill, non-tap cell in the layout=clkdlybuf4s50_1, WL/cell=16.4 um, area share, top type=74.2%, Pleak=4.02 nW, xor+xnor area frac=0%, CP endpoint kind=primary output, clk buf depth=2, post-CTS setup buffers=0, n_diodes=0, Post-DRT Antenna Nets=0, via/cell ratio=3.30, Sink Count=187, Worst Path Max Fanout=1, worst path cell trace=buf_6, Req. time, crit path=0.80 ns, Main logic family=simple AND/OR/NAND/NOR gates, Synth area leaders=dfxtp_1, nor2b_1, and2b_1, Log Warnings=27, largest net degree at the start of global routing=29, Die Height=192 um, yosys aoi share=0%, Slowest cell on crit path=dfxtp_4, post-synthesis cell area=0.00504 mm^2, startpoint types=flip-flop, simple share=23.4%, CTS resizes=646, crit-path leading delay family=flip-flops, Comb pwr share=9.7%, sequential power share=49.1%, routability cong.=0.797, Yosys top cell by area=dfxtp_1, GR Util All Layers=10.0%, Post-Synthesis Cells=394, Mux area share=0%, grt ovf=0, Hold-fix buffers, CTS=0, Setup violations, final=187, Distinct cells, synth=6, DR iter-0 viols=44, crit path kind=flip-flop to primary output, max-slew violations=0, Hold Fails Final Rpt=0, Clock power frac=41.1%, final worst slack=-0.108 ns, first-pass GRT wire length=27.4 mm, Final period util=111%, power per cell area=1780 mW/mm^2, maxcap violations=0, port buffer count=375, io pins=376, delay of the slowest cell on the worst path=0.37 ns, Net Switching=0.00348 W, vias in the first global route=4,121, FP Core Util=17.4%, Rel. slew slack=85.7%, Yosys Instances=394, wirelength, routed=19.3 mm, CTS tree=yes, Die W=192 um, H-tree depth=4, Sw Ratio=21.5%, Internal=0.0127 W, critical path buffer and inverter count=1, Seq cells post-synth=187, dominant logic cell types in the final layout=clkdlybuf4s50_1, nor2b_1, buf_2, CORE AREA=0.0289 mm^2, yosys stat chip area=0.00504 mm^2, Pwr Total=0.0162 W, area delta synth->final=79.9%, IR drop worst, VDD=0.000944 V, Root Buffer Master=clkbuf_16, Post-Synth Adder-Cell Area=0%, post-layout min period=1.11 ns, DP HPWL=15.5 mm, CTS clk-pin slew, worst paths=0.07 ns, Arrival @ worst endpoint=0.91 ns, fraction of layout cells with a size suffix above 1=33.2%, initial antenna violation count=1, setup TNS=-5.72 ns, synth warn=1, worst-margin pin slew=0.214 ns, DRC viols=0, vias=3,886, drt first pass iters=4, RSZ-0062 raised after global routing=true, die area=0.0369 mm^2, cts bufs inserted=17
## power groups by stage
stage	clock network, W	logic [W]	registers, W
4_1_cts	0.00693	0.00162	0.00794
6_report	0.00666	0.00158	0.00794
5_1_grt	0.00724	0.00174	0.00798
## cell families after synthesis
family	after synthesis
flip-flops	187
AND/OR/NAND/NOR	187
buffers and inverters	20
## synthesized netlist by cell type
cell and n:
dfxtp_1 187, clkbuf_1 5, nor2b_1 177, buf_2 5, and2b_1 10, buf_4 10
## state kept, by name, summed over array words and instances, names as in the netlist
signal    cells
RegWrite      1
ALUSrc        1
rs            5
ALUOp         3
ALU2         32
ALU1         32
MemWrite      1
Tnew          2
rt            5
rd            5
WDSrc1        1
EXTOut       32
WDSrc2        1
PC           32
RegDst        2
instr        32
## metrics by stage
stage	setup slack, ns	util [%]	instance area [um^2]	hold slack (ns)	instances
3_3_place_gp	-0.181	32.2	9330	0.586	1145
5_1_grt	-0.160	31.4	9070	0.129	1177
4_1_cts	-0.147	31.2	9020	0.121	1177
3_5_place_dp	-0.165	32.2	9330	0.593	1145
6_report	-0.108	31.4	9070	0.138	1177
2_1_floorplan	0.250	-	5040	0.325	394
## cell type report
cell class	instances	area [um^2]
clock inverters	11	92.6
flip-flops and latches	187	3780
multi-input cells	187	1180
repair buffers	387	3050
fillers	2955	19900
well taps	384	480
clock buffers	21	480
## per-layer routing
metal,vias to the layer above,GRT usage (%),part of all wire [%]
li1,1954,-,-
met1,1742,12.6,40
met2,178,16.4,49
met3,12,4.04,9.6
met4,0,1.61,1.6
met5,-,0,0
## path summary, 6_finish.rpt
check                 depth (start not counted)          endpoint  slack [ns]                 start
worst max-delay path                          1       instr_E[16]       -0.11  instr[16]$_SDFF_PP0_
worst min-delay path                          3  rt[4]$_SDFF_PP0_        0.14                 reset
Power figures rest on the tool's default switching activity, not on a simulated workload.
