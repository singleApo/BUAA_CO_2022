$ cat design/flow/run.sh
#!/bin/bash
# OpenROAD 26Q1-2900-gdf79404cd8, Yosys 0.63+post, stock flow scripts
make -C /OpenROAD-flow-scripts/flow DESIGN_CONFIG=/design/flow/config.mk WORK_HOME=/design/flow/orfs finish
$ cat design/flow/config.mk
export PLATFORM = sky130hd
export DESIGN_NAME = NPC
export DESIGN_NICKNAME = NPC
export VERILOG_FILES = /design/flow/design.v
export SDC_FILE = /design/flow/constraint.sdc
export NUM_CORES = 4
export LEC_CHECK = 1
export CORE_UTILIZATION = 30
$ cat design/flow/constraint.sdc
current_design NPC

set clk_period 9.7
set clk_io_pct 0.2

create_clock -name clk0 -period $clk_period

set non_clock_inputs [all_inputs -no_clocks]
set_input_delay [expr $clk_period * $clk_io_pct] -clock clk0 $non_clock_inputs
set_output_delay [expr $clk_period * $clk_io_pct] -clock clk0 [all_outputs]
$ cat design/flow/design.v
`timescale 1ns / 1ps
`timescale 1ns / 1ps
`default_nettype none
module NPC(
    input wire [31:0] in,
    input wire [25:0] Imm26,
    input wire [31:0] RA,
    input wire [2:0] NPCOp,
	input wire zero,
	input wire bne_zero,
    output wire [31:0] PC4,
    output wire [31:0] out
    );
    reg [31:0] tmp;
    assign PC4 = in + 4;
    assign out = tmp;
    always @(*) begin
		case (NPCOp)
			3'b00: begin
                tmp = in + 4;
            end
            3'b01: begin
                if (zero) begin
                    tmp = in + 4 + {{14{Imm26[15]}}, Imm26[15:0], 2'b00};
                end
                else begin
                    tmp = in + 4;
                end
            end
            3'b10: begin
                tmp = {in[31:28], Imm26, 2'b00};
            end
            3'b11: begin
                tmp = RA;
            end
			3'b100: begin
                if (bne_zero == 0) begin
                    tmp = in + 4 + {{14{Imm26[15]}}, Imm26[15:0], 2'b00};
                end
                else begin
                    tmp = in + 4;
                end
            end
            default: ; 
        endcase
    end
endmodule
==> results.txt <==
Status on the layout run. The flow ran to the end, and the final reports show no timing, DRC or antenna violations. Dividing the final minimum period by the clock period gives 0.6725. The iteration count recorded for the first detailed-route pass is 6. Total setup violations reported at the end of the flow landed at 0.

The critical path in this run is classified as primary input to output pin. Pin count of the biggest net entering global routing landed at 45. Die span in x landed at 113.3 um. The most common logic cell in the final layout is clkdlybuf4s50_1.

Setup repair after global routing left no endpoint under its margin. The analysis attributes to net switching a power of between 100 and 150 uW. Tally of non-filler cells in the final layout landed at 828.

Data arrival time of the critical path landed at 4.58 ns. Chip footprint landed at 12840 um^2. In the final routed layout, each cell accounts on average for 16.35 um.

The analysis reports a worst IR drop on VDD of 15.58 uV. The final weighted congestion recorded by global placement is 0.9268. In the final report, the number of hold violations comes to 0. The detailed router placed 4368 vias in this run. Switching part of the total power landed at 0.4763. Power density over cell area landed at 49.94 nW/um^2. Fill cell instance count of the final layout landed at 1193. The post-synth count of flops with an enable pin is 0.

At the pin with the least slew margin, the transition time is 0.7493 ns. Tightest slew margin relative to the limit landed at 0.4967. The die is about 110 um tall.

In the floorplan report the effective utilization is 0.3083. Number of maximum-capacitance constraint violations landed at 0. The commonest register cell is dlxtn_1. The path class of the tightest hold or removal check is primary input to output pin. The warning tally printed by Yosys for this design is 1. Post-synthesis simple-gate area fraction landed at 0.2662.

The cell-mix breakdown from Yosys lists the adder-cell area share as 0.1231. The placement report lists the number of port buffers as 159. Cell internal power was estimated by the tool at around 140 uW.

The most common logic cells in the final layout are 158 x clkdlybuf4s50_1, 61 x nand2_1, 43 x a21oi_1. For reference, the final report shows the max-slew violation count at 0. Sum of negative setup slack landed at 0 ns. According to the timing report, the critical path is launched from in[4].

Once layout is complete, the utilization of the core stands at 0.4534. Final critical-path required period landed at 6.523 ns. After global routing the overflow that remains totals 0. Combinational fraction of design power landed at 0.936.

Per the repair_timing log after CTS, setup buffers inserted total 0. Counting flops and latches in the post-synthesis netlist gives 32. Static leakage power landed at 2.227 nW. Total number of placement rows landed at ~40.

For reference, the top logic cell family by area is simple AND/OR/NAND/NOR gates. Warning total across the stage logs landed at 37. Share of total power in the clock network landed at 0. 64 endpoints have no timing constraint. For this run the detailed placement stage logged an HPWL of between 10 and 15 mm. Number of antenna violations at the first check in global routing landed at 0.

Number of nets with antenna violations after routing landed at 0. STA puts the critical path data required time at between 7 and 8 ns. The report lists the number of cells resized after CTS as 0.

The first global-routing pass estimated 21.11 mm of wire. And-or/or-and share of the synthesized area landed at 0.2601. Violation count after the first detailed-routing iteration landed at 233. The worst setup path is launched from a primary input. Per the synthesis report, the XOR/XNOR share of the synthesized area is 0.1127. Instance tally after logic synthesis landed at just over 500. The via count of the first global-routing pass is 4077. The worst setup path is captured at an output pin.

Sequential cell fraction of total power landed at 0.064. Combined area of all synthesized cells landed at between 3000 and 4000 um^2. Unique cell type count in the Yosys netlist landed at 58. The critical path maximum fanout is 7. Total antenna diodes in the routed design landed at 0. The layout summary lists the proportion of cells stronger than drive strength 1 as 0.03636. For this block, the routed nets add up to 13.54 mm of wire. The synthesis report gives the async set-or-reset register share as 0. In this run the standard cell core region covers ~12000 um^2. In this run the most critical hold path is launched from in[0]. After synthesis, the design contains 518 cells according to Yosys. Synthesized area divided by synthesized cell count landed at 7.179 um^2. Per-cell via count in the routed design landed at 5.275. Yosys stat chip area landed at 3719 um^2. The final power report lists total power as roughly 270 uW.

Top achievable clock speed landed at ~0.15 GHz. The number of hold buffers added after CTS was 0. Number of remaining DRC errors landed at 0. Cell count after placement landed at a little over 800.

The register with the most flip-flops in the layout has 32 of them. The floorplan report gives the top-level pin count as between 150 and 200. Portion of netlist area occupied by mux cells landed at 0.06729.

Between the synthesized netlist and the finished layout, the area growth was recorded as 47.07%. For this run, the total global-route usage over all layers was measured as 0.2080. Number of register pins that no clock reaches landed at 32.
area by class of cell:
class / instances / area (um^2) / area share
timing repair buffer: 167 / 1647 / 0.3011
inverter: 12 / 45.04 / 0.008236
tap: 168 / 210.2 / 0.03844
sequential: 32 / 480.5 / 0.08785
multi-input combinational: 449 / 3087 / 0.5644
routing by layer:
| layer | vias up | GRT usage | routed length (um) |
|---|---|---|---|
| met5 | - | 0 | 0 |
| met4 | 0 | 0.01667 | 104 |
| met3 | 9 | 0.01419 | 669 |
| met2 | 149 | 0.3272 | 5836 |
| met1 | 1988 | 0.3243 | 6927 |
| li1 | 2222 | - | - |
worst max-delay path, stage by stage:
cell and delay, ns:
clkdlybuf4s50_1 0.56, nand2_1 0.15, nor4_4 0.70, and2_1 0.30
nand4_1 0.13, xnor2_1 0.27, clkdlybuf4s50_1 0.52
Yosys cell counts (2+ instances only):
cell      count  area share
nand2_1      61       0.062
nor2b_1       8       0.013
nand3b_1      2      0.0040
nor3_1       16       0.022
nand4_2       2      0.0067
a221o_1       4       0.011
o22ai_1       3      0.0050
mux2i_1      25       0.067
a21oi_1      43       0.058
o221ai_1     16       0.038
or3_1         2      0.0034
or4b_1        2      0.0054
a221oi_1      2      0.0047
nand2b_1      6       0.010
o31ai_1       7       0.014
a21o_1       11       0.022
nor3_2        2      0.0054
ha_1         35        0.12
nand3_1      28       0.038
clkbuf_1     16       0.016
inv_1        12       0.012
o211ai_1      2      0.0040
a41oi_1       2      0.0047
o21a_1        4      0.0081
o21ai_0      32       0.043
and3_1        6       0.010
buf_2         6      0.0081
a31o_2        2      0.0047
nand4_1      13       0.022
a211o_1       2      0.0047
and4_1        4      0.0094
dlxtn_1      32        0.13
or2_2         2      0.0034
xnor2_1      31       0.073
and2_1        6       0.010
buf_4         2      0.0040
nor2_1       32       0.032
xor2_1       15       0.035
a311oi_1      3      0.0071
per-stage QoR:
stage               cell area [um^2]  hold slack (ns)  worst slack [ns]
floorplan                       3719            3.907             4.588
global placement                5469            4.709             3.209
detailed placement              5469            4.699             3.164
CTS                             5469            4.705             3.162
global route                    5469            4.728             2.972
finish                          5469            4.695             3.177
path summary, 6_finish.rpt:
kind	end	slack (ns)	cells past startpoint
worst max-delay path	PC4[25]	3.18	7
worst min-delay path	PC4[0]	4.70	2
cells by family after synthesis:
family | Yosys count
and+or+nand+nor | 195
AOI/OAI and AO/OA | 146
xor gates and xnor gates | 47
buffers and inverters | 37
adders and majority gates | 36
latches | 32
muxes | 25
power groups by stage:
stage         Combinational [mW]  Sequential, mW  Clock (mW)
global route               0.281          0.0183           0
finish                     0.256          0.0175           0
CTS                        0.256          0.0176           0
Power is estimated from default activity; no workload was simulated.
